## /design/flow/run.sh

```bash
#!/bin/bash
# OpenROAD 26Q1-2900-gdf79404cd8, Yosys 0.63+post, stock flow scripts
make -C /OpenROAD-flow-scripts/flow DESIGN_CONFIG=/design/flow/config.mk WORK_HOME=/design/flow/orfs finish
```

## /design/flow/config.mk

```make
export PLATFORM = sky130hd
export DESIGN_NAME = byte_rotation
export DESIGN_NICKNAME = byte_rotation
export VERILOG_FILES = /design/flow/design.v
export SDC_FILE = /design/flow/constraint.sdc
export NUM_CORES = 4
export LEC_CHECK = 1
export CORE_UTILIZATION = 30
```

## /design/flow/constraint.sdc

```tcl
current_design byte_rotation

set clk_period 10.5
set clk_io_pct 0.2

create_clock -name clk0 -period $clk_period [get_ports {clk}]

set non_clock_inputs [all_inputs -no_clocks]
set_input_delay [expr $clk_period * $clk_io_pct] -clock clk0 $non_clock_inputs
set_output_delay [expr $clk_period * $clk_io_pct] -clock clk0 [all_outputs]
```

## /design/flow/design.v

```verilog
module byte_rotation(input logic clk, reset_n, start,
							input logic [15:0] message_addr, size, output_addr,
							output logic done, mem_clk, mem_we,
							output logic [15:0] mem_addr,
							output logic [31:0] mem_write_data,
							input logic [31:0] mem_read_data);
	function logic [31:0] byte_rotate(input logic [31:0] value);
		byte_rotate = {value[23:16], value[15:8], value[7:0], value[31:24]};
	endfunction
	logic [15:0] count;
	logic [15:0] temp_write_addr;
	logic [15:0] temp_read_addr;
	enum logic [2:0] {IDLE=3'b000, READ_1=3'b001, READ_2=3'b010, WRITE_1=3'b011, WRITE_2=3'b100} state;
	assign mem_clk = clk;
	assign done = (state === IDLE);
	always_ff@(posedge clk, negedge reset_n) begin
		if (!reset_n) begin
			state <= IDLE;
		end 
		else begin
			case (state)
				IDLE:
					if (start) begin
						count <= size;  
						temp_read_addr <= message_addr;
						temp_write_addr <= output_addr;
						state <= READ_1;
					end
				READ_1: begin
					mem_addr <= temp_read_addr;
					mem_we <= 0;  
					temp_read_addr <= temp_read_addr + 1;
					state <= READ_2;
				end
				READ_2: begin
					mem_addr <= temp_read_addr;
					mem_we <= 0;  
					temp_read_addr <= temp_read_addr + 1;
					state <= WRITE_1;
				end
				WRITE_1:  
					if (count > 0) begin
						mem_addr <= temp_write_addr;
						mem_write_data <= byte_rotate(mem_read_data);  
						mem_we <= 1;  
						temp_write_addr <= temp_write_addr + 1;
						count <= count - 1;
						state <= WRITE_2;
					end 
					else begin
						state <= IDLE;
					end
				WRITE_2:  
					if (count > 0) begin
						mem_addr <= temp_write_addr;
						mem_write_data <= byte_rotate(mem_read_data);  
						mem_we <= 1;  
						temp_write_addr <= temp_write_addr + 1;
						count <= count - 1;
						state <= READ_1;
					end 
					else begin
						state <= IDLE;
					end
			endcase
		end
	end
endmodule	
```

==> run summary <==
From the run reports.

- The die covers 15800 sq um.
- The final RePlAce weighted congestion reads 0.798.
- Ranked by instance count, the synthesized netlist is headed by sky130_fd_sc_hd__edfxtp_1 (97), sky130_fd_sc_hd__nand2_1 (87), sky130_fd_sc_hd__o21ai_0 (44).
- For this run, the slowest stage of the critical path takes 0.39 ns.
- The combinational power share reads 10.8%.
- The area of the core region is 14700 sq um.
- The number of distinct standard cells referenced by the synthesized netlist is 32.
- The vertical die size reads 126 um.
- In this run the tool buffered the top-level ports with 133 buffer cells.
- The via count of the first global-routing pass is 3298.
- The library cell contributing the largest single delay on the critical path reads sky130_fd_sc_hd__clkdlybuf4s50_1.
- The sequential share of power reads 49.6%.
- The critical register-to-register path startpoint reads count[0]$_DFFE_PP_.
- The net switching share of the total power reads 21.5%.
- The number of maximum-capacitance violations reads 0.
- The clock insertion delay at the later pin of the skew report is 0.46 ns.
- The fraction of layout cells with a size suffix above 1 is 5.59%.
- The combined global-route utilization of all metal layers is 14.1%.
- After synthesis, the largest area contributor takes up 63.6% of total cell area.
- The required time of the critical path is 8.40 ns.
- The startpoint of the worst hold path reads state[2]$_DFF_PN0_.
- The sort of element at the start of the critical path reads a clock port.
- The top-level port count is 134.
- The leakage power figure is 0.00225 uW.
- Per STA, the worst path is made up of clkbuf_16 -> clkbuf_16 -> clkdlybuf4s50_1.
- The post-cts hold-fix buffer tally reads 0.
- The width of the die is 126 um.
- The switching power of the nets reads 213 uW.
- The share of total power in the clock network reads 39.7%.
- The critical-path maximum fanout is 2.
- For this sky-water flow run, the detailed-routed wirelength per cell is reported as 14.1 um.
- The CTS tree is done.
- The number of cells produced by synthesis reads 394.
- In this run the remaining antenna-violating nets after routing total 0.
- The kind of end point of the critical path reads an output pin.
- Setup slack on the worst path after placement came out at 2.78 ns.
- The overall via count from detail_route is 3341.
- The pre-antenna-repair detailed-routing pass consisted of 28 iterations.
- Sequential elements use 66.4% of the synthesized area.
- The per-cell via count in the routed design reads 4.63.
- The cell count listed in synth_stat.txt is 394.
- The tightest slew margin relative to the limit reads 49.6%.
- The post-CTS resize count reads 0.
- The clock transition at the register clock pins on the worst setup and hold paths after CTS reads 0.06 ns.
- The number of antenna violations at the first check in global routing was 0.
- Setup repair after global routing left no endpoint under its margin.
- Per STA, the library cell used most along the worst path is sky130_fd_sc_hd__clkbuf_16.
- The worst reg-to-reg path cell count reads 7.
- The routed layout reports a DRC error count of 0.
- The DRC marker count from the first detailed-route iteration reads 235.
- The least setup slack across all paths after layout is 2.52 ns.
- For flop-to-flop paths, the worst setup slack is 7.68 ns.
- The worst voltage drop across the vdd grid reads 78.0 uV.
- The routed wire length is 10200 um.
- The power density over cell area reads 153 nW/um^2.
- For the final routed database, the setup TNS stands at 0 ns.
- In this run the core area contains 44 standard-cell rows.
- Sorting the Yosys area breakdown by cell type puts at the top sky130_fd_sc_hd__edfxtp_1.
- The remaining global-route overflow is 0.
- The cell internal power dissipation is 780 uW.
- The global-route wire length before repair reads 16600 um.
- The stat command in Yosys gives a chip area of 4580 sq um.
- In this run the post-CTS setup repair buffer count came out at 0.
- After synthesis the netlist holds a flip-flop and latch count of 102.
- The final count of hold timing violations reads 0.
- The most frequent cell after synthesis is sky130_fd_sc_hd__edfxtp_1.
- Entering global routing, the biggest net connects 66 pins.
- The post-synthesis cell area reads 4580 sq um.
- The final number of max-transition violations is 0.
- The total number of yosys warnings is 1.
- The HPWL reported at the end of detailed placement is 7240 um.
- The actual transition at the worst max-transition pin is 0.754 ns.
- The largest clock skew in the final design reads 0.00535 ns.
- The initial utilization of the core area, before any placement, comes to 31.1%.
- Averaged over all synthesized cells, the footprint is 11.6 sq um.
- The endpoint of the worst-slack reg-to-reg timing path is mem_write_data[15]$_DFFE_PP_.
- The endpoint arrival time on the critical path is 5.88 ns.
- The class of the tightest hold or removal check reads flip-flop to flip-flop.
- The diode insertion count for antenna repair reads 0.
- The share of flip-flops with an asynchronous set or reset after synthesis is 4.90%.
- The cell count of the worst hold path is 0.
- The end-of-flow timing check tallies setup violations at 0.
- The post-synthesis to final-layout area growth reads 42.2%.
- The worst hold endpoint is state[4]$_DFF_PN0_.
- The critical setup path kind reads clock port to output pin.
- The flow ran to the end, and the final reports show no timing, DRC or antenna violations.
- Warnings raised by the tools during the run amount to 26.
- Per the synth stats, the flop cell with the highest instance count is sky130_fd_sc_hd__edfxtp_1.
- In the post-synthesis netlist, the biggest area contributors are sky130_fd_sc_hd__edfxtp_1 (64%), sky130_fd_sc_hd__nand2_1 (7.1%), sky130_fd_sc_hd__xnor2_1 (6.1%), sky130_fd_sc_hd__o21ai_0 (4.8%), sky130_fd_sc_hd__dfrtp_1 (2.2%).
- The count of flip-flops with a built-in enable after synthesis reads 97.
-- sequential cells by signal (all words and copies together) (netlist names) --
register,count
mem_we,1
temp_read_addr,16
count,16
state,5
mem_write_data,32
temp_write_addr,16
mem_addr,16
-- power groups by stage --
| stage | logic [uW] | registers (uW) | clock network, uW |
|---|---|---|---|
| after CTS | 109 | 493 | 408 |
| after global routing | 120 | 495 | 427 |
| final | 107 | 492 | 394 |
-- cells in the final DEF, fill, tap and decap left out, drive strengths merged, types with 2 or more instances in the layout --
| cell type | n |
|---|---|
| o21ai | 44 |
| dfrtp | 4 |
| a21oi | 11 |
| edfxtp | 97 |
| nand2 | 87 |
| nor3 | 11 |
| clkbuf | 12 |
| nand4 | 7 |
| nor2 | 23 |
| clkinv | 3 |
| ha | 3 |
| clkdlybuf4s50 | 133 |
| inv | 11 |
| xor2 | 8 |
| nor4 | 11 |
| xnor2 | 32 |
| nand3 | 12 |
| a31oi | 2 |
| or4 | 3 |
| or3 | 5 |
| buf | 6 |
-- per-layer routing --
layer  track usage [%]  share of wire, %
met5                 0                 0
met4              1.43              0.93
met3              5.19               9.8
met2              21.1                45
met1              21.4                45
-- stage by stage --
stage	hold WS [ns]	utilization [%]	instance area, sq um	cells	total power [uW]
after floorplan	0.367	-	4580	394	545
after global placement	0.382	41.7	6140	702	615
after detailed placement	0.382	41.7	6140	702	616
after CTS	0.404	44.3	6510	721	1010
after global routing	0.429	44.3	6510	721	1040
final	0.402	44.3	6510	721	993
-- cell type report --
cell class / instances / area (sq um)
Timing Repair Buffer: 138 / 1370
Fill cell: 1297 / 8190
Sequential cell: 102 / 3040
Multi-Input combinational cell: 268 / 1460
Clock inverter: 7 / 72.6
Inverter: 9 / 33.8
Tap cell: 184 / 230
Clock buffer: 13 / 310
-- cells by family (layout without fill, tap and decap cells) --
logic type | Yosys count | count (layout) | synth area share, %
compound gates | 60 | 60 | 6.86
fa+ha+maj | 3 | 3 | 0.820
xor+xnor | 40 | 40 | 7.65
flops | 102 | 102 | 66.4
buf+inv | 24 | 167 | 2.05
simple gates | 165 | 165 | 16.2
-- critical path, delay by kind of cell --
family,cells,cell delay [ns]
buffers and inverters,3,0.64
-- worst max-delay path by stage --
| stage | startpoint | endpoint | slack, ns | depth (start not counted) |
|---|---|---|---|---|
| 4_1_cts | clk | mem_clk | 2.51 | 3 |
| 6_report | clk | mem_clk | 2.52 | 3 |
| 5_1_grt | clk | mem_clk | 2.50 | 3 |
No activity file was given, so power comes from the tool's default toggle rates.
